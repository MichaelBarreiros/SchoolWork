==> flow/design.v <==
module hexdisp(x3,x2,x1,x0,a,b,c,d,e,f,g);
	input x3,x2,x1,x0;
	output a,b,c,d,e,f,g;
	assign a = (x3 | ~x2 | ~x0) & (~x3 | x2 | x1) & (x2 | x1 | x0) & (~x3 | ~x2 | ~x1) & (x3 | ~x1) & (~x3 | x0);
	assign b = (~x3 & ~x1 & x0) | (x2 & x1 & ~x0) | (x3 & x2 & ~x0) | (x3 & x1 & x0);
	assign c = (x3 | x1 | x0) & (x3 | ~x1 | ~x0) & (x3 | ~x2) & (~x3 | x1 | ~x0) & (~x3 | x2);
	assign d = (x2 + ~x1 + ~x0) & (x3 | ~x1 | x0) & (~x2 | x1 | ~x0) & (~x3 | ~x2 | x0) & (x2 | x1 | x0);
	assign e = (~x3 & x1 & x0) | (~x3 & x2 & ~x1) | (x3 & ~x2 & ~x1 & x0);
	assign f = (x3 & x2 & ~x1 & x0) |(~x3 & ~x2 & x1) | (~x3 & x1 & x0);
	assign g = (x2 | ~x1) & (~x1 | x0) & (x3 | ~x2 | x1) & (~x3 | ~x0) & (~x3 | x2);
endmodule 
module lab2demo(x3,x2,x1,x0,y3,y2,y1,y0,a1,a2,b1,b2,c1,c2,d1,d2,e1,e2,f1,f2,g1,g2);
	input x3,x2,x1,x0,y3,y2,y1,y0;
	output a1,a2,b1,b2,c1,c2,d1,d2,e1,e2,f1,f2,g1,g2;
		hexdisp hex1(x3,x2,x1,x0,a1,b1,c1,d1,e1,f1,g1);
		name hex2(y3,y2,y1,y0,a2,b2,c2,d2,e2,f2,g2);
endmodule
module name(x3,x2,x1,x0,a,b,c,d,e,f,g);
	input x3,x2,x1,x0;
	output a,b,c,d,e,f,g;
	assign a = (x2 | ~x0) & (~x2 | ~x1);
	assign b = (x2 | x1 | ~x0) & (~x3);
	assign c = (~x2 & x1) | (x1 & x0);
	assign d = (x3 | x2 | x1 | x0) & (~x2 | ~x0) & (~x1 | ~x0) & (~x2 | ~x1); 
	assign e = (~x3 & x2 & ~x0);
	assign f = (~x3 & x2 & ~x1) | (~x2 & x1 & ~x0);
	assign g = (x2 & ~x1 & ~x0) | (x2 & x1 & x0);
endmodule
==> flow/run.sh <==
#!/bin/bash
# OpenROAD 26Q1-2900-gdf79404cd8, Yosys 0.63+post, stock flow scripts
make -C /OpenROAD-flow-scripts/flow DESIGN_CONFIG=/design/flow/config.mk WORK_HOME=/design/flow/orfs finish
==> flow/config.mk <==
export PLATFORM = sky130hd
export DESIGN_NAME = lab2demo
export DESIGN_NICKNAME = lab2demo
export VERILOG_FILES = /design/flow/design.v
export SDC_FILE = /design/flow/constraint.sdc
export NUM_CORES = 4
export LEC_CHECK = 1
export CORE_AREA = 10 10 70 70
export DIE_AREA = 0 0 80 80
==> flow/constraint.sdc <==
current_design lab2demo

set clk_period 1.6
set clk_io_pct 0.2

create_clock -name clk0 -period $clk_period

set non_clock_inputs [all_inputs -no_clocks]
set_input_delay [expr $clk_period * $clk_io_pct] -clock clk0 $non_clock_inputs
set_output_delay [expr $clk_period * $clk_io_pct] -clock clk0 [all_outputs]
==> ci_impl_report.md <==
### Yosys + OpenROAD results

| Metric | Value |
|---|---|
| DR iter-0 viols | `5` |
| Leakage power | `0.367 nW` |
| Drt first pass iters | `2` |
| Fillers | `396` |
| Cell Type Count | `29` |
| Max Cap Viol | `0` |
| Die Ht | `80 um` |
| Worst Path Max Fanout | `7` |
| Hold Path Class | `in2out` |
| Routed WL per cell | `9.22 um` |
| Crit path max-delay family | `buffers and inverters` |
| Initial antenna violation count | `0` |
| Syn Std Cell Area | `363 um^2` |
| Syn. warnings | `0` |
| Total track usage | `0.0342` |
| Post-detail-place hpwl | `964 um` |
| Row cnt | `21` |
| Synth Seq Share | `0` |
| Complex Gates by Area | `0.221` |
| Layout area overhead | `103%` |
| Number of warnings in the stage logs | `34` |
| Crit path DAT | `1.24 ns` |
| Fp util | `0.106` |
| Final hold violations | `0` |
| Peak supply drop | `0.0877 mV` |
| Core ar. | `3420 um^2` |
| RSZ-0062 raised after global routing | `yes` |
| WP buf/inv | `3` |
| Yosys xor share | `0.0724` |
| Status | `completed` |
| Setup_tns | `0 ns` |
| Startpoint Class | `input port` |
| Finish-stage setup viols | `0` |
| Crit path kind | `in2out` |
| Vias in the first global route | `467` |
| Synth logic family | `simple AND/OR/NAND/NOR gates` |
| Syn Area/Cell | `7.41 um^2` |
| Hold Buf Count CTS | `0` |
| # Cells Yosys | `49` |
| Top Layout Cells | `buf_4 (20), dlygate4sd2_1 (6), buf_6 (5), clkbuf_2 (4)` |
| Post-layout min period | `1.56 ns` |
| First-pass GRT wire length | `1.94 mm` |
| Most numerous logic cell after layout | `buf_4` |
| Largest net degree at the start of global routing | `10` |
| CP Cell Sequence | `buf_2 -> buf_4 -> nor2_2 -> a21o_1 -> clkdlybuf4s50_1` |
| Die W | `80 um` |
| ANT cells | `0` |
| Area reported by Yosys stat | `363 um^2` |
| Fmax | `640 MHz` |
| Max Slew Vio Count | `0` |
| Final-layout clock buffer total | `0` |
| Critical path endpoint category | `primary output` |
| Least-Margin Pin Slew | `0.213 ns` |
| Remaining antenna violation count after routing | `0` |
| Fin crit share | `0.977` |
| GP Congestion | `0.787` |
| Vias per cell | `3.76` |
| Critical-path top delay cell | `clkdlybuf4s50_1` |
| Total congestion overflow | `0` |
| Share of cells above drive strength 1 | `0.464` |
| DRT Wirelength | `1.20 mm` |
| Die ar. | `6400 um^2` |
| Hold slack | `0.916 ns` |
| IO buf count | `22` |
| FF+latch area | `0 um^2` |
| Post-layout util | `0.215` |
| Required @ worst endpoint | `1.28 ns` |
| Flops | `0` |
| Simple share | `0.541` |
| DR vias | `489` |
| Synth mux share | `0.0276` |
| Slew margin rel. | `0.858` |
| CP peak stage delay | `0.45 ns` |
| Adder-cell share of the synthesized area | `0` |
| Residual DRC | `0` |
| Power Density | `225 nW/um^2` |
| Boundary Pins | `22` |
| Syn Inst Count | `49` |
power by group:
part | switching, mW | internal, mW | leakage (nW)
Combinational | 0.0594 | 0.106 | 0.367
Clock | 0 | 0 | 0
Sequential | 0 | 0 | 0
routing by layer:
metal	up-vias	track usage	wire length [um]
met5	-	0	0
met4	0	0	0
met3	0	0.0125	135
met2	19	0.0538	483
met1	214	0.0461	579
li1	256	-	-
metrics by stage:
step	cells	power [mW]	setup slack [ns]	area [um^2]
after CTS	130	0.173	-0.000997	744
after global placement	129	0.179	-0.700	733
final	130	0.165	0.0368	736
after floorplan	49	0.0653	0.283	363
after global routing	130	0.184	-0.0310	736
after detailed placement	129	0.180	-0.708	733
synthesized netlist by cell type (all sizes together) (2+ instances only):
cell    instances  area (um^2)
xor2            2         17.5
nand2b          3         18.8
nand3b          2         15.0
and2            2         12.5
o211ai          2         15.0
nor2b           2         12.5
or4b            3         30.0
clkbuf          2         7.51
buf             5         42.5
nor2            4         15.0
nand4b          3         26.3
nand3           2         10.0
nor3b           3         22.5
cell families after synthesis:
family                 after synthesis
buffers and inverters                7
AND/OR/NAND/NOR                     28
AND-OR/OR-AND                       10
multiplexers                         1
XOR/XNOR                             3
repair_timing:
action | 4_1_cts | 5_1_grt
buffers inserted | 2 | 0
gates resized | 56 | 12
pin swaps | 11 | 7
endpoints found under the hold margin | 0 | 0
setup endpoints to repair | 14 | 8
path summary, 6_finish.rpt:
kind / from / endpoint / cells past startpoint
max: y2 / f2 / 5
min: y0 / b2 / 3
cell type report:
class / count / area [um^2] / share of cell area
timing repair buffer: 42 / 342 / 0.464
multi-input combinational: 42 / 337 / 0.457
tap: 46 / 57.6 / 0.0782
Power figures rest on the tool's default switching activity, not on a simulated workload.
