`./design.v`:
```
module fulladder(Cin, x, y, s, Cout);
	input Cin, x, y;
	output s, Cout;
	wire z1,z2,z3,z4;
	and (z1,x,y);
	and (z2,x,Cin);
	and (z3,y,Cin);
	or (Cout,z1,z2,z3);
	xor (z4,x,y);
	xor (s,z4,Cin);
endmodule
module ripple(x,y,z);
	input [2:0]x,y;
	output [3:0]z;
	wire [2:1]c;
	fulladder stage0(0,x[0],y[0],z[0],c[1]);
	fulladder stage1(c[1],x[1],y[1],z[1],c[2]);
	fulladder stage2(c[2],x[2],y[2],z[2],z[3]);
endmodule
module alu3(x, Clock,Reset,leds);
	input [2:0]x;
	input Clock,Reset;
	output [1:7]leds;
	wire [2:0]q;
	wire [2:0]r;
	wire [3:0]y;
		register in1(x,Clock,q);
		registerReset in2(y, Clock, Reset,r);
		ripple add(q,r,y);
		hex7seg out(y,leds);
endmodule
module hex7seg(x,leds);
	input [3:0]x;
	output reg [1:7]leds;
	always @(x)
		case (x)  
			0: leds = 7'b0000001;
			1: leds = 7'b1001111;
			2: leds = 7'b0010010;
			3: leds = 7'b0000110;
			4: leds = 7'b1001100;
			5: leds = 7'b0100100;
			6: leds = 7'b0100000;
			7: leds = 7'b0001111;
			8: leds = 7'b0000000;
			9: leds = 7'b0000100;
			10: leds = 7'b0001000;
			11: leds = 7'b1100000;
			12: leds = 7'b0110001;
			13: leds = 7'b1000010;
			14: leds = 7'b0110000;
			15: leds = 7'b0111000;
	endcase
endmodule
module register(D,Clock,Q);
	input [2:0]D;
	input Clock;
	output reg [2:0]Q;
	always@(posedge Clock)
			Q<=D;
endmodule
module registerReset(D,Clock,Resetn,Q);
	input [2:0]D;
	input Clock,Resetn;
	output reg [2:0]Q;
	always@(posedge Clock, negedge Resetn)
		if(Resetn == 0)
			Q<= 3'b00;
		else
			Q<=D;
endmodule
```
`./run.sh`:
```
#!/bin/bash
# OpenROAD 26Q1-2900-gdf79404cd8, Yosys 0.63+post, stock flow scripts
make -C /OpenROAD-flow-scripts/flow DESIGN_CONFIG=/design/flow/config.mk WORK_HOME=/design/flow/orfs finish
```
`./config.mk`:
```
export PLATFORM = sky130hd
export DESIGN_NAME = alu3
export DESIGN_NICKNAME = alu3
export VERILOG_FILES = /design/flow/design.v
export SDC_FILE = /design/flow/constraint.sdc
export NUM_CORES = 4
export LEC_CHECK = 1
export CORE_AREA = 10 10 70 70
export DIE_AREA = 0 0 80 80
```
`./constraint.sdc`:
```
current_design alu3

set clk_period 2.4
set clk_io_pct 0.2

create_clock -name clk0 -period $clk_period [get_ports {Clock}]

set non_clock_inputs [all_inputs -no_clocks]
set_input_delay [expr $clk_period * $clk_io_pct] -clock clk0 $non_clock_inputs
set_output_delay [expr $clk_period * $clk_io_pct] -clock clk0 [all_outputs]
```
==> results.yml <==
# synthesis and place-and-route metrics
drt:
  diodes: 0
  drt_first_iter_violations: 1
  vias: 404
  vias_per_cell: 3.39
  wl_per_cell_um: 10.1
  drtPass1Iterations: 2
  ant_nets: 0
  drc: 0
  drt-total-wl_um: 1200
setup_path:
  path_class: "register to output pin"
  worstSetupStartpoint: "in2.Q[0]"
  required_ps: 1920
  crit_path_start_kind: "register"
  crit_path_end_kind: "output pin"
  worstPathMaxFanout: 4
  regToRegStartpoint: "in2.Q[0]"
  crit_arrival_ps: 2290
placed_design:
  dp_hpwl_um: 881
  place_area_um2: 703
  portBuffers: 11
  dp.cells: 109
  finalWeightedCongestion: 0.771
sta:
  fmax_mhz: 361
  tightestPinTransition_ps: 162
  fin_crit_ps: 2770
  slew_violations: 0
  layout_setup_ws_ps: -369
  slew_headroom_pct: 89.0
  rsz0062_at_grt: "yes"
  finalSetupTns_ps: -1720
  finalSetupViolCount: 7
  hold_violations: 0
  min_period_over_period_pct: 115
  holdWs_ps: 413
  fin_skew_ps: 5.98
grt:
  grtUsageTotal_pct: 3.77
  grt_overflow: 0
  antenna_found_initial: 0
  grt_pass1_wl_um: 2010
  grt_max_degree: 8
  grt_pass1_vias: 445
finish:
  areaGrowthSynthToFinish_pct: 79.8
  fillers: 368
  logic_area_um2: 347
  design_area_um2: 835
  drive_above_1_share_pct: 61.6
  ff_latch_area_um2: 135
  layout.cells.non_filler: 119
clock_network:
  clk_latency_ps: 240
  cts_made_buffers: 3
  cts_max_path_buffers: 2
  clock-sinks: 6
  postCtsHoldBufs: 0
  cts-root-buf: "clkbuf_4"
  htreeDepth: 1
  path_clk_slew_ps: 50
  cts_tree: "yes"
pwr:
  report.power.total_mw: 1.54
  pwr-share-comb_pct: 84.6
  p_int_mw: 0.964
  power.density_mw_per_mm2: 1850
  p_leak_nw: 0.386
  vdd_drop_max_v: 0.000794
  switching_power_mw: 0.578
  p_sw_share_pct: 37.5
  seq_power_share_pct: 9.0
  clkPwrFrac_pct: 6.4
synth:
  netlist_area_um2: 464
  synth.distinct_cells: 17
  syn-instance-count: 42
  synth_flops: 6
  yosysCellCount: 42
  ys_seq_share_pct: 29.1
  synth_chip_area_um2: 464
  synth_area_per_cell_um2: 11.1
  yosys_warnings: 5
floorplanning:
  die-area_mm2: 0.00640
  core_area_mm2: 0.00342
  die_w_um: 80
  die_h_um: 80
  num_rows: 21
  ioPinCount: 12
  initCoreUtil_pct: 13.6
flow_run:
  warnings: 32
  drv_cap: 0
min_path:
  hold_class: "primary input to asynchronous set/reset pin"
run_status:
  status: "finished, violations left"
  violations: "setup timing"
-- power groups by stage --
stage	logic [mW]	clock network (mW)	registers, mW
4_1_cts	1.14	0.106	0.138
5_1_grt	1.43	0.113	0.141
6_report	1.30	0.0992	0.139
-- final timing paths --
check	cells past startpoint	to	slack, ps
worst max-delay path	6	leds[4]	-370
worst min-delay path	1	in2.Q[1]	410
worst max register to register	7	in2.Q[2]	580
worst min register to register	2	in2.Q[0]	650
max in group asynchronous	1	in2.Q[2]	1840
min in group clk0	2	in2.Q[0]	650
-- state kept, by name, summed over array words and instances (netlist names) --
| register | count |
|---|---|
| in2.Q | 3 |
| in1.Q | 3 |
-- layout make-up --
type,count,share of cell area [%]
clock buffers,4,3.15
inverters,8,4.20
multi-input cells,26,41.5
flip-flops and latches,6,16.2
well taps,46,6.90
repair buffers,29,28.0
-- metal layers --
layer	global-route usage, %	wire length (um)
met4	1.41	21
met3	0.455	17
met1	5.28	596
met5	0	0
met2	5.78	568
-- cell usage after synthesis --
cell	instances	share of area, %
buf_4	1	1.6
buf_6	1	2.4
dfrtp_1	3	16
dfxtp_1	3	13
fa_1	2	8.6
ha_1	7	19
inv_1	8	6.5
mux2_2	1	2.4
mux2i_1	6	13
mux4_2	1	4.9
nand3_1	2	2.2
nand3b_1	1	1.6
o21ai_0	2	2.2
o22ai_1	1	1.3
o31ai_1	1	1.6
o32ai_1	1	1.9
or2b_2	1	1.9
-- cell usage in the layout (no fill, tap or decap), drive strengths merged --
cell and count:
mux2i 6, fa 2, o21ai 2, dfrtp 3
clkdlybuf4s15 1, or2b 1, o32ai 1, o22ai 1
nand3 2, inv 8, clkbuf 4, o31ai 1
mux4 1, dfxtp 3, nand3b 1, ha 7
buf 24, mux2 1, clkdlybuf4s50 4
-- kinds of logic after synthesis --
family / Yosys count / synth area share, %
fa+ha+maj: 9 / 27.5
simple gates: 4 / 5.66
flops: 6 / 29.1
buf+inv: 10 / 10.5
compound gates: 5 / 7.01
mux: 8 / 20.2
-- stage by stage --
stage,utilization [%],worst slack [ps]
finish,24.4,-369
global route,24.4,-455
CTS,22.6,-427
detailed placement,20.6,-476
global placement,20.6,-469
floorplan,-,11.2
-- what timing repair did --
item,CTS,global route
pin swaps,3,3
gates resized,32,14
buffers inserted,5,2
endpoints found under the setup margin,7,7
hold endpoints to repair,0,0
-- critical path, cell delays in order, from the launching register on --
cell and delay [ps]:
dfrtp_1 320, ha_2 160, inv_2 30, fa_2 330
fa_2 580, mux4_2 490, buf_2 130
Power figures rest on the tool's default switching activity, not on a simulated workload.
